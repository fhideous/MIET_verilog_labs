**flow/run.sh**
```bash
#!/bin/bash
# OpenROAD 26Q1-2900-gdf79404cd8, Yosys 0.63+post, stock flow scripts
make -C /OpenROAD-flow-scripts/flow DESIGN_CONFIG=/design/flow/config.mk WORK_HOME=/design/flow/orfs finish
```
**flow/config.mk**
```make
export PLATFORM = sky130hd
export DESIGN_NAME = top
export DESIGN_NICKNAME = top
export VERILOG_FILES = /design/flow/design.v
export SDC_FILE = /design/flow/constraint.sdc
export NUM_CORES = 4
export LEC_CHECK = 1
export CORE_AREA = 10 10 70 70
export DIE_AREA = 0 0 80 80
```
**flow/constraint.sdc**
```tcl
current_design top

set clk_period 2.4
set clk_io_pct 0.2

create_clock -name clk0 -period $clk_period

set non_clock_inputs [all_inputs -no_clocks]
set_input_delay [expr $clk_period * $clk_io_pct] -clock clk0 $non_clock_inputs
set_output_delay [expr $clk_period * $clk_io_pct] -clock clk0 [all_outputs]
```
**flow/design.v**
```verilog
`timescale 1ns / 1ps
module DC1(
    input x3,
    input x2,
    input x1,
    input x0,
    output [3:0]what
    );
    assign x01 = x0 & ~x1;
    assign x23 = x2 & ~x3;
    assign x12 = x1 & ~x2;
    assign what = x23 + x12 + x01;   
endmodule
`timescale 1ns / 1ps
module DC2(
    input [3:0] x,
    output [3:0]what
    );
    assign what = x << 1;
endmodule
`timescale 1ns / 1ps
module DC_DEC(
    input   x0,
    input   x1,
    input   x2,
    input   x3,
    output  [7:0] HEX0
    );
wire[3:0] x_bus;
reg [7:0] dc_dec_out;
assign x_bus = {x3, x2, x1, x0};
always @(x_bus) begin
  case(x_bus)
    4'b0000:    dc_dec_out <= 8'b1100_0000;
    4'b0001:    dc_dec_out <= 8'b1111_1001;
    4'b0010:    dc_dec_out <= 8'b1010_0100;
    4'b0011:    dc_dec_out <= 8'b1011_0000;
    4'b0100:    dc_dec_out <= 8'b1001_1001;
    4'b0101:    dc_dec_out <= 8'b1001_0010;
    4'b0110:    dc_dec_out <= 8'b1000_0010;
    4'b0111:    dc_dec_out <= 8'b1111_1000;
    4'b1000:    dc_dec_out <= 8'b1000_0000;
    4'b1001:    dc_dec_out <= 8'b1001_0000;
    4'b1010:    dc_dec_out <= 8'b1000_1000;
    4'b1011:    dc_dec_out <= 8'b1000_0011;
    4'b1100:    dc_dec_out <= 8'b1111_0000;
    4'b1101:    dc_dec_out <= 8'b1010_0001;
    4'b1110:    dc_dec_out <= 8'b1000_0110;
    4'b1111:    dc_dec_out <= 8'b1011_1000;
    default:    dc_dec_out <= 8'b1111_1111;
  endcase
end
assign  HEX0 = dc_dec_out;  
endmodule   
module top(
   input [15:0]     SW,
   output           CA,
   output           CB,
   output           CC,
   output           CD,
   output           CE,   
   output           CF,
   output           CG,
   output           DP,
   output [7:0]     AN
);
wire [7:0] HEX;
assign AN = 'b0000_0000;
wire [3:0] f;
assign f   = (~SW[0] & SW[1] & SW[2] & (~SW[3]));
wire      [3:0]dc1_out;
DC1 dc1(
    .x0(SW[0]),
    .x1(SW[1]),
    .x2(SW[2]),
    .x3(SW[3]),
    .what(dc1_out)
);
wire      [3:0]dc2_out;
DC2 dc2(
    .x(SW[7:4]),
    .what(dc2_out)
);
reg[3:0] x_bus;
always @(SW) begin
  case(SW[9:8])
  2'b00     : x_bus = dc1_out;
  2'b01     : x_bus = dc2_out;
  2'b10     : x_bus = f;
  2'b11     : x_bus = SW[3:0];
endcase
end
DC_DEC s_segm(
    .x0(x_bus[0]),
    .x1(x_bus[1]),
    .x2(x_bus[2]),
    .x3(x_bus[3]),
    .HEX0(HEX)
);
assign           CA = HEX[0];
assign           CB = HEX[1];
assign           CC = HEX[2];
assign           CD = HEX[3];
assign           CE = HEX[4];  
assign           CF = HEX[5];
assign           CG = HEX[6];
assign           DP = HEX[7];
endmodule
```
==> impl_metrics.py <==
# Physical implementation metrics
metrics = {
    "status": {
        "status": "finished with violations",
        "violations": "setup timing",
    },
    "synthesis": {
        "synth_area_per_cell_um2": 8.29,
        "postSynthSeqShare_pct": 0,
        "yosysWarnings": 5,
        "yosysCellCount": 56,
        "yosysUniqueCellTypes": 24,
        "syn_inst": 56,
        "yosys-stat-area_um2": 464,
        "synth_area_um2": 464,
    },
    "sta": {
        "report.final.slew_viol_count": 0,
        "finalCriticalPeriod_ns": 2.68,
        "layout_setup_ws_ns": -0.279,
        "fin_crit_sh_pct": 112,
        "final_hold_viol_count": 0,
        "max_freq_mhz": 373,
        "rsz0062_at_grt": "yes",
        "setup_viol": 7,
        "finalSetupTns_ns": -1.38,
    },
    "place": {
        "routabilityCongestion": 0.843,
        "hpwl_um": 1110,
        "portBuffers": 16,
    },
    "global_route": {
        "grt_usage_pct": 4.17,
        "grt_max_degree": 6,
        "overflow": 0,
        "antenna_found_initial": 0,
        "grt_first_pass_wirelength_um": 2330,
        "grt_pass1_vias": 561,
    },
    "routing": {
        "firstDrtPassIters": 2,
        "wl_um": 1370,
        "drtAntennaViolNets": 0,
        "wl_per_cell_um": 10.1,
        "vias_per_cell": 3.69,
        "drt_iter0_drc": 11,
        "post-route-drc-count": 0,
        "n_antenna_cell": 0,
        "num_vias": 502,
    },
    "worst_setup_path": {
        "arrival_ns": 2.20,
        "startpoint_type": "primary input",
        "worstPathMaxFanout": 5,
        "end_kind": "output port",
        "critPathRequiredTime_ns": 1.92,
        "crit_type": "primary input to output port",
    },
    "power": {
        "p_sw_share_pct": 40.2,
        "power.total_mw": 0.189,
        "p_int_mw": 0.113,
        "power_frac_clock_pct": 0,
        "max-vdd-ir-drop_v": 0.0000360,
        "p_switching_mw": 0.0760,
        "p_comb_share_pct": 100.0,
        "p_per_area_nw_per_um2": 210,
        "sequentialPowerShare_pct": 0,
        "power_leakage_nw": 0.416,
    },
    "floorplan": {
        "initial_core_util_pct": 13.6,
        "chipArea_um2": 6400,
        "num_rows": 21,
        "die_h_um": 80,
        "coreArea_um2": 3420,
        "die_width_um": 80,
        "pin_count": 32,
    },
    "layout": {
        "drive_gt1_share_pct": 61.1,
        "nFillCells": 364,
        "synthToLayoutAreaGrowth_pct": 93.8,
        "seq_area_um2": 0,
        "mostFrequentLayoutCell": "buf_4",
        "seq_cells": 0,
        "nClkBuffers": 0,
        "mostFrequentLayoutCells": "buf_4, conb_1, buf_2",
    },
    "min_path": {
        "holdPathStages": 5,
        "hold_path.class": "primary input to output port",
    },
    "clock_network": {
        "ctsHoldBuffers": 0,
    },
    "flow_run": {
        "cap_violations": 0,
        "tool_warnings": 46,
    },
}
-- worst max-delay path, cell delays in order --
cell and delay, ns:
buf_8 0.10, nor2_4 0.09, a21oi_2 0.05, ha_4 0.16, ha_4 0.20, a22o_4 0.29, ha_4 0.23, mux4_2 0.45
buf_2 0.13
-- cells in the mapped netlist, types with 2 or more instances --
library cell / number / area (µm²)
a21oi_1: 2 / 10.0
buf_4: 9 / 67.6
o22ai_1: 3 / 18.8
mux4_2: 2 / 45.0
ha_1: 8 / 100
nor2_1: 4 / 15.0
mux2_2: 2 / 22.5
inv_1: 4 / 15.0
mux2i_1: 3 / 30.0
a22o_1: 2 / 17.5
nand2_1: 3 / 11.3
conb_1: 2 / 7.51
-- area by class of cell --
cell class / count / area, µm² / area share [%]
well taps: 46 / 57.6 / 6.40
multi-input cells: 50 / 534 / 59.4
inverters: 4 / 20.0 / 2.23
repair buffers: 36 / 288 / 32.0
-- power by group through the flow --
stage                 logic (mW)  registers (mW)  clock network [mW]
final                      0.189               0                   0
after global routing       0.208               0                   0
after CTS                  0.184               0                   0
-- layer usage --
metal,track usage [%],up-vias,wire (µm)
met1,5.38,236,620
met2,7.54,12,685
li1,-,254,-
met5,0,-,0
met4,0,0,0
met3,0.568,0,67
-- per-stage QoR --
| step | instance area, µm² | util [%] | instances | hold WS, ns | setup slack (ns) |
|---|---|---|---|---|---|
| 4_1_cts | 886 | 25.9 | 136 | 1.62 | -0.278 |
| 2_1_floorplan | 543 | - | 64 | 1.23 | 0.00557 |
| 3_5_place_dp | 808 | 23.7 | 132 | 2.25 | -1.05 |
| 3_3_place_gp | 808 | 23.7 | 132 | 2.24 | -1.00 |
| 5_1_grt | 900 | 26.3 | 136 | 1.64 | -0.310 |
| 6_report | 900 | 26.3 | 136 | 1.61 | -0.279 |
-- final timing paths --
kind	from	to	slack, ns
worst max-delay path	SW[2]	CD	-0.28
worst min-delay path	SW[9]	CG	1.61
-- what timing repair did --
| item | in CTS | in global routing |
|---|---|---|
| setup endpoints to repair | 7 | 7 |
| pin swaps | 11 | 2 |
| buffers inserted | 4 | 0 |
| resized | 62 | 4 |
-- logic make-up after synthesis --
kind of cell / synth area share (%)
compound gates: 19.1
xor+xnor: 1.89
fa+ha+maj: 21.6
buf+inv: 18.9
mux: 24.3
other cells: 1.62
simple gates: 12.7
Power and IR drop assume default switching activity.
